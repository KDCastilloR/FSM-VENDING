File: design/flow/constraint.sdc
current_design top_maquina

set clk_period 3.1
set clk_io_pct 0.2

create_clock -name clk0 -period $clk_period [get_ports {clk}]

set non_clock_inputs [all_inputs -no_clocks]
set_input_delay [expr $clk_period * $clk_io_pct] -clock clk0 $non_clock_inputs
set_output_delay [expr $clk_period * $clk_io_pct] -clock clk0 [all_outputs]
File: design/flow/config.mk
export PLATFORM = sky130hd
export DESIGN_NAME = top_maquina
export DESIGN_NICKNAME = top_maquina
export VERILOG_FILES = /design/flow/design.v
export SDC_FILE = /design/flow/constraint.sdc
export NUM_CORES = 4
export LEC_CHECK = 1
export CORE_AREA = 10 10 76 76
export DIE_AREA = 0 0 86 86
File: design/flow/run.sh
#!/bin/bash
# OpenROAD 26Q1-2900-gdf79404cd8, Yosys 0.63+post, stock flow scripts
make -C /OpenROAD-flow-scripts/flow DESIGN_CONFIG=/design/flow/config.mk WORK_HOME=/design/flow/orfs finish
File: design/flow/design.v
`timescale 1ns / 1ps
module mealy_fsm (
    input logic clk, reset,
    input logic [3:0] total,
    input logic vendA, vendB,
    output logic [3:0] cambio
);
    logic [3:0] saldo; 
    always_ff @(posedge clk or posedge reset) begin
        if (reset) begin
            saldo <= 0;
            cambio <= 0;
        end else begin
            if (vendA) begin
                saldo <= total - 2;
                cambio <= total - 2;
            end else if (vendB) begin
                saldo <= total - 3;
                cambio <= total - 3;
            end else begin
                saldo <= total;
                cambio <= 0;
            end
        end
    end
endmodule
`timescale 1ns / 1ps
module moore_fsm (
    input logic clk, reset,
    input logic [1:0] moneda,
    input logic comprarA, comprarB,
    output logic listoA, listoB,
    output logic [3:0] total,
    output logic vendA, vendB
);
    typedef enum logic [2:0] {
        IDLE, WAIT, READY_A, READY_B
    } state_t;
    state_t estado, siguiente;
    logic [3:0] acumulado;
    always_ff @(posedge clk or posedge reset) begin
        if (reset)
            estado <= IDLE;
        else
            estado <= siguiente;
    end
    always_ff @(posedge clk or posedge reset) begin
        if (reset)
            acumulado <= 0;
        else begin
            if ((estado == IDLE || estado == WAIT) && moneda != 0) begin
                case (moneda)
                    2'b01: acumulado <= acumulado + 2;
                    2'b10: acumulado <= acumulado + 3;
                    2'b11: acumulado <= acumulado + 4;
                    default: acumulado <= acumulado;
                endcase
            end else if (vendA || vendB) begin
                acumulado <= acumulado;
            end else begin
                acumulado <= acumulado;
            end
        end
    end
    assign total = acumulado;
    always_comb begin
        siguiente = estado;
        listoA = 0;
        listoB = 0;
        vendA = 0;
        vendB = 0;
        case (estado)
            IDLE: begin
                if (acumulado >= 2)
                    siguiente = WAIT;
                else
                    siguiente = IDLE;
            end
            WAIT: begin
                if (acumulado >= 3 && comprarB) begin
                    vendB = 1;
                    listoB = 1;
                    siguiente = IDLE;
                end else if (acumulado >= 2 && comprarA) begin
                    vendA = 1;
                    listoA = 1;
                    siguiente = IDLE;
                end else begin
                    siguiente = WAIT;
                end
            end
            default: siguiente = IDLE;
        endcase
    end
endmodule
`timescale 1ns / 1ps
module top_maquina (
    input logic clk,
    input logic reset,
    input logic [1:0] moneda,
    input logic comprarA,
    input logic comprarB,
    output logic listoA,
    output logic listoB,
    output logic [3:0] total,
    output logic [3:0] cambio
);
    logic vendA, vendB;
    moore_fsm moore_inst (
        .clk(clk),
        .reset(reset),
        .moneda(moneda),
        .comprarA(comprarA),
        .comprarB(comprarB),
        .listoA(listoA),
        .listoB(listoB),
        .total(total),
        .vendA(vendA),
        .vendB(vendB)
    );
    mealy_fsm mealy_inst (
        .clk(clk),
        .reset(reset),
        .total(total),
        .vendA(vendA),
        .vendB(vendB),
        .cambio(cambio)
    );
endmodule
==> out/summary.txt <==
First-pass iteration count of the detailed router = 4
DRT iter0 DRCs = 30
Netlist cell types = 32
Hold-fix buffers, CTS = 0
Detail Route Antenna Nets = 0
CP Launch Point = moore_inst.acumulado[2]
I/O Buffers = 15
DP Worst Slack = 457.4 ps
Die Wd = 86 um
Syn. warnings = 2
Post-route setup slack = 279.0 ps
Clock Skews = 2.305 ps
GRT Total Usage = 0.04684
Yosys chip area = 754.5 sq um
Root Buffer = clkbuf_8
DP Cell Count = 145
Final WL = 1770 um
Fin crit period = 2821 ps
Slowest stage delay, CP = 470 ps
Final period util = 0.9100
Status = completed
Mapped Area = 754.5 sq um
Std cell rows = 23
Gpl congestion = 0.8705
CP startpoint kind = register
Finished Layout Cells = 149
Hold WC Path Type = register to register
R2R Path Start = moore_inst.acumulado[2]
Ant. Diodes = 0
Hold slack = 484.1 ps
Least-Margin Pin Slew = 392.6 ps
Routed length per placed instance = 11.88 um
Latency at later pin = 230 ps
CTS sink cnt = 10
Avg Inst Size Synth = 9.314 sq um
IO Count = 16
Pwr dens = 839.5 nW/um^2
P_leak = 0.4651 nW
Vias in the first global route = 657
Delay-heaviest family, CP = simple AND/OR/NAND/NOR gates
Number of H-tree levels = 1
Flops after synth = 10
Hold Path Origin = moore_inst.estado[0]
Leading area contributor after synthesis = dfrtp_1
Setup bufs post-CTS = 0
Core Area = 4115 sq um
F_max = 354.5 MHz
First-pass GRT wire length = 2987 um
Cts repair resizes = 0
Clk slew on worst S/H paths = 50 ps
Crit Path Class = register to output port
Initial antenna violation count = 0
Setup violators final = 0
VDD IR max = 236.9 uV
Top cells by area = dfrtp_1, ha_1, inv_1
Mapped Cells = 81
Slew Limit Fails = 0
Share of layout cells above drive strength 1 = 0.1010
Seq share, synth = 0.3333
Residual DRC = 0
HPWL after DPL = 1417 um
Final Hold Fails = 0
Remaining Overflow, GRT = 0
Top-area cell share = 0.2985
TritonCTS Buffers = 3
Routed vias/inst = 4.255
CP arrival = 2200 ps
CP required = 2480 ps
Die area = 7396 sq um
Max FO, Critical Path = 9
Worst path cell trace = inv_1 -> ha_1 -> or3b_4 -> o211a_2 -> and2_2 -> clkdlybuf4s50_1
Yosys Instances = 81
Worst path slowest cell = dfrtp_1
Vias = 634
Vertical die size = 86 um
CP endpoint kind = output port
CTS tree = done
Longest Clk Path Bufs = 2
Fin Setup TNS = 0 ps
Max_cap viols = 0
RSZ-0062 raised after global routing = no
Crit path buf inv count = 2
Fin util = 0.2478
Starting Density = 0.1833
Area growth from synthesis to layout = 35.16%
Relative slew margins = 0.7377
Total tool warning count = 33
Largest net degree at the start of global routing = 11
placed cells by master (no fill, tap or decap), types with 2 or more instances in the layout:
cell type        Yosys  final
nor2b_1              2      2
clkbuf_8             0      4
ha_1                12     12
inv_1                9      9
nor3_1               2      2
o21ai_0              2      2
clkdlybuf4s50_1      0     15
nor2_1               4      4
and2_1               3      3
a21oi_1              5      5
dfrtp_1              9      9
a21o_1               2      2
nand2_1              7      7
a221o_1              2      2
xnor2_1              2      2
worst min-delay path: stages, from the launching register on:
cell	delay, ps
dfstp_2	380
inv_1	50
o2bb2ai_1	50
report_power, final:
part / internal [mW] / switching (mW)
Clock: 0.111 / 0.0477
Sequential: 0.179 / 0.0716
Combinational: 0.240 / 0.206
metrics by stage:
step | total power [mW] | cell area (sq um)
4_1_cts | 0.8699 | 1020
3_5_place_dp | 0.7017 | 964.7
5_1_grt | 0.9492 | 1020
2_1_floorplan | 0.5269 | 754.5
3_3_place_gp | 0.6935 | 964.7
6_report | 0.8560 | 1020
path summary, 6_finish.rpt:
path,end,slack (ps),cells after the start
worst max-delay path,listoA,280,6
worst min-delay path,moore_inst.estado[0],480,2
worst max register to register,mealy_inst.cambio[3],1090,6
worst min register to register,moore_inst.estado[0],480,2
max in group asynchronous,moore_inst.estado[0],2120,2
min in group asynchronous,moore_inst.acumulado[0],670,2
per-layer routing:
| metal | up-vias | share of wire | global-route usage |
|---|---|---|---|
| met1 | 304 | 0.45 | 0.05741 |
| li1 | 317 | - | - |
| met3 | 2 | 0.062 | 0.01621 |
| met5 | - | 0 | 0 |
| met2 | 11 | 0.47 | 0.07708 |
| met4 | 0 | 0.015 | 0.01048 |
synth_stat cells:
library cell / instances
clkbuf_2: 2
nand2_1: 7
xor2_1: 1
dfrtp_1: 9
o211ai_1: 1
a32o_1: 1
and2_1: 3
nor2b_1: 2
o211a_2: 1
nand3_1: 1
nor2_1: 4
o221ai_1: 1
or2b_2: 1
a21boi_0: 1
o2bb2ai_1: 1
o21ai_0: 2
inv_1: 9
ha_1: 12
mux2i_1: 1
or3b_4: 1
a221oi_1: 1
and2_2: 1
and3_1: 1
a221o_1: 2
a21oi_1: 5
o21bai_1: 1
xnor2_1: 2
o22ai_1: 1
dfstp_2: 1
nor3_1: 2
a21o_1: 2
a31oi_1: 1
area by class of cell:
type | count | area [sq um]
Timing Repair Buffer | 16 | 157.7
Tap cell | 50 | 62.56
Inverter | 9 | 33.78
Clock buffer | 4 | 55.05
Sequential cell | 10 | 251.5
Multi-Input combinational cell | 60 | 459.2
Fill cell | 438 | 3095
cells by family (layout without fill, tap and decap cells):
group | after synthesis | in the layout | share of synthesized area
flip-flops | 10 | 10 | 0.3333
AND/OR/NAND/NOR | 23 | 23 | 0.1609
multiplexers | 1 | 1 | 0.01327
XOR/XNOR | 3 | 3 | 0.03483
adder cells (fa/ha/maj) | 12 | 12 | 0.1990
AND-OR/OR-AND | 21 | 21 | 0.2007
buffers and inverters | 11 | 29 | 0.05804
flip-flops by register name (all words and copies together) (netlist names):
register	flops
moore_inst.estado	2
moore_inst.acumulado	4
mealy_inst.cambio	4
Power is estimated from default activity; no workload was simulated.
